--- run.sh ---
#!/bin/bash
# OpenROAD 26Q1-2900-gdf79404cd8, Yosys 0.63+post, stock flow scripts
make -C /OpenROAD-flow-scripts/flow DESIGN_CONFIG=/design/flow/config.mk WORK_HOME=/design/flow/orfs finish
--- config.mk ---
export PLATFORM = sky130hd
export DESIGN_NAME = candidategen
export DESIGN_NICKNAME = candidategen
export VERILOG_FILES = /design/flow/design.v
export SDC_FILE = /design/flow/constraint.sdc
export NUM_CORES = 4
export LEC_CHECK = 1
export CORE_AREA = 10 10 361 361
export DIE_AREA = 0 0 371 371
--- constraint.sdc ---
current_design candidategen

set clk_period 3.4
set clk_io_pct 0.2

create_clock -name clk0 -period $clk_period [get_ports {clk}]

set non_clock_inputs [all_inputs -no_clocks]
set_input_delay [expr $clk_period * $clk_io_pct] -clock clk0 $non_clock_inputs
set_output_delay [expr $clk_period * $clk_io_pct] -clock clk0 [all_outputs]
--- design.v ---
module candidategen #(
    parameter J = 14,
    parameter I = 7, 
    parameter A = 2,
    localparam AWIDTH = $clog2(A)+1,
    localparam J_WIDTH = $clog2(J)+1
)(
    input clk,
    input rst_n,
    input [J*AWIDTH-1:0] x_initial,
    input x_initial_tvalid,
    input start_gen,
    input [J_WIDTH-1:0] J_index,
    output [J*64-1:0] candidate_row,
    output candidate_row_tvalid,
    output candidate_row_tlast
);
reg [J*AWIDTH-1:0] x_initial_reg;
always @(posedge clk) begin
    if (!rst_n) begin
        x_initial_reg <= 0;
    end
    else if (x_initial_tvalid) begin
        x_initial_reg <= x_initial;
    end
end
localparam IDLE = 2'b00;
localparam GEN = 2'b01;
localparam GEN2 = 2'b10;
localparam DONE = 2'b11;
reg [1:0] state;
reg [AWIDTH-1:0] x_current [J-1:0];  
reg [$clog2(J):0] bit_cnt;
reg [$clog2(J):0] bit_cnt2;
reg [J_WIDTH-1:0] J_index_reg;
reg [AWIDTH-1:0] A_cnt;
reg [AWIDTH-1:0] A_cnt2;
reg [J*64-1:0] candidate_row_reg;
reg candidate_row_tvalid_reg;
wire [AWIDTH-1:0] x_current_next [J-1:0];
wire [AWIDTH-1:0] x_initial_next [J-1:0];
wire [$clog2(J)-1:0] next_bit_cnt,next_bit_cnt2,prev_bit_cnt,prev_bit_cnt2,next_next_bit_cnt;
genvar i;
generate
    for(i=0; i<J; i=i+1) begin
        assign x_current_next[i] = (x_current[i] < A-1) ? x_current[i] + 1 : 0;
        assign x_initial_next[i] = (x_initial_reg[i*AWIDTH +: AWIDTH] < A-1) ? x_initial_reg[i*AWIDTH +: AWIDTH] + 1 : 0;
        assign next_bit_cnt = bit_cnt == J_index_reg-1 ? bit_cnt + 2 : bit_cnt + 1;
        assign next_next_bit_cnt = next_bit_cnt == J_index_reg-1 ? next_bit_cnt + 2 : next_bit_cnt + 1;
        assign next_bit_cnt2 = bit_cnt2 == J_index_reg-1 ? bit_cnt2 + 2 : bit_cnt2 + 1;
        assign prev_bit_cnt = bit_cnt == J_index_reg+1 ? bit_cnt - 2 : bit_cnt - 1;
        assign prev_bit_cnt2 = bit_cnt2 == J_index_reg+1 ? bit_cnt2 - 2 : bit_cnt2 - 1;
    end
endgenerate
wire final_done;
assign final_done = (bit_cnt2 == J-1 || (J_index_reg == J-1 && bit_cnt2 == J-2) ) && (bit_cnt == J-2 || (J_index_reg >= J-2 && bit_cnt == J-3)) && A_cnt2 == A-2 && A_cnt == A-2;
always @(posedge clk) begin
    if (!rst_n) begin
        state <= IDLE;
        for(integer i=0; i<J; i=i+1) begin
            x_current[i] <= 0;
        end
        bit_cnt <= 0;
        bit_cnt2 <= 0;
        candidate_row_reg <= 0;
        candidate_row_tvalid_reg <= 0;
        J_index_reg <= 0;
        A_cnt <= 0;
        A_cnt2 <= 0;
    end else begin
        case (state)
            IDLE: begin
                if (start_gen) begin
                    state <= GEN;
                    for(integer i=0; i<J; i=i+1) begin
                        x_current[i] <= x_initial_reg[i*AWIDTH +: AWIDTH];
                    end
                    bit_cnt <= (J_index==0) ? 1 : 0;
                    candidate_row_tvalid_reg <= 1;
                    J_index_reg <= J_index;
                    A_cnt <= 0;
                end
            end
            GEN: begin
                if (bit_cnt == J || (bit_cnt == J-1 && J_index_reg==J-1)) begin
                    state <= GEN2;
                    candidate_row_tvalid_reg <= 1;
                    bit_cnt <= (J_index_reg==0) ? 1 : 0;
                    bit_cnt2 <= (J_index_reg<=1) ? 2 : 1;
                    for(integer i=0; i<J; i=i+1) begin
                        x_current[i] <= (i < 2) ? x_initial_next[i] : x_initial_reg[i*AWIDTH +: AWIDTH];
                    end
                end else begin
                    if(A_cnt == 0 && bit_cnt != 0) begin
                        if(A!=2) begin
                            A_cnt <= A_cnt + 1;
                            x_current[prev_bit_cnt] <= x_initial_reg[(prev_bit_cnt)*AWIDTH +: AWIDTH];
                            x_current[bit_cnt] <= x_current_next[bit_cnt];
                        end
                        else begin
                            x_current[prev_bit_cnt] <= x_initial_reg[(prev_bit_cnt)*AWIDTH +: AWIDTH];
                            x_current[bit_cnt] <= x_current_next[bit_cnt];
                            bit_cnt <= next_bit_cnt;
                        end
                    end
                    else if(A_cnt < A-2) begin
                        A_cnt <= A_cnt + 1;
                        x_current[bit_cnt] <= x_current_next[bit_cnt];
                    end
                    else begin
                        A_cnt <= 0;
                        bit_cnt <= next_bit_cnt;
                        x_current[bit_cnt] <= x_current_next[bit_cnt];
                    end
                    candidate_row_tvalid_reg <= 1;
                    bit_cnt2 <= 0;
                end
            end
            GEN2: begin
                if(final_done) begin
                    state <= DONE;
                    candidate_row_tvalid_reg <= 0;
                end else begin
                    candidate_row_tvalid_reg <= 1;
                    if(A_cnt2 < A-2) begin
                        A_cnt2 <= A_cnt2 + 1;
                        if(x_current[bit_cnt2] < A-1) begin
                            x_current[bit_cnt2] <= x_current_next[bit_cnt2];
                        end
                        else begin
                            x_current[bit_cnt2] <= 0;
                        end
                    end else if(A_cnt < A-2) begin
                        A_cnt2 <= 0;
                        A_cnt <= A_cnt + 1;   
                        if(x_current[bit_cnt] < A-1) begin
                            x_current[bit_cnt] <= x_current_next[bit_cnt];
                        end
                        else begin
                            x_current[bit_cnt] <= 0;
                        end
                        x_current[bit_cnt2] <= x_initial_next[bit_cnt2];
                    end
                    else begin
                        A_cnt2 <= 0;
                        A_cnt <= 0;
                        if(bit_cnt2 < J-1) begin
                            bit_cnt2 <= next_bit_cnt2;
                            x_current[bit_cnt] <= x_initial_next[bit_cnt];
                            x_current[bit_cnt2] <= x_initial_reg[bit_cnt2*AWIDTH +: AWIDTH];
                            x_current[next_bit_cnt2] <= x_initial_next[next_bit_cnt2];
                        end else begin
                            bit_cnt <= next_bit_cnt;
                            bit_cnt2 <= next_next_bit_cnt;
                            x_current[bit_cnt] <= x_initial_reg[bit_cnt*AWIDTH +: AWIDTH];
                            x_current[bit_cnt2] <= x_initial_reg[bit_cnt2*AWIDTH +: AWIDTH];
                            x_current[next_bit_cnt] <= x_initial_next[next_bit_cnt];
                            x_current[next_next_bit_cnt] <= x_initial_next[next_next_bit_cnt];
                        end
                    end
                end
            end
            DONE: begin
                state <= IDLE;
                candidate_row_tvalid_reg <= 0;
            end
            default: state <= IDLE;
        endcase
    end
end
assign candidate_row = candidate_row_reg;
assign candidate_row_tvalid = candidate_row_tvalid_reg;
assign candidate_row_tlast = bit_cnt2 == J-1 && bit_cnt == J-2 && A_cnt2 == A-2 && A_cnt == A-2;
endmodule
==> flow_metrics.rpt <==
PHYSICAL IMPLEMENTATION REPORT
----------------------------------------------------
[Die]
  Overall die width ........................ approximately 370 µm
  Number of cell rows ........................ 128
  Chip Area ........................ 138000 µm²
  I/O pin count ........................ around 940
  Height of the die ........................ 371 µm
  Starting density of the core ........................ slightly below 7%
  Standard cell core area ........................ 122000 µm²

[Synthesis]
  Post-synthesis cell count ........................ 1098
  Synthesis area per yosys ........................ 8480 µm²
  Post-synth top flop ........................ sky130_fd_sc_hd__dfxtp_1
  Async set or reset register ratio after synthesis ........................ 0%
  Number of different library cells in the post-synthesis netlist ........................ 60
  FF+latch count, synth ........................ 18
  Synthesized area per cell ........................ 7.72 µm²
  Post-synthesis sequential area ratio ........................ 4.25%
  Yosys Instances ........................ 1098
  Number of flops mapped to enable cells by yosys ........................ 0
  Synth Cell Area ........................ 8480 µm²
  Yosys warns ........................ 13

[Timing]
  Endpoints failing setup ........................ 0
  Final critical path time including I/O delays and setup ........................ 2.86 ns
  Period Utilization, post-route ........................ between 80% and 90%
  Total Negative Setup Slacks ........................ 0 ns
  Endpoints failing hold ........................ 0
  Worst-case clock skew ........................ 0.00334 ns
  Transition time at the pin with the least slew margin ........................ about 0.78 ns
  Final Slew Violations ........................ 0
  Remaining max-slew budget at the tightest pin ........................ 47.8%
  Unrepaired setup endpoints after global routing ........................ no
  Maximum clock frequency ........................ 350 MHz

[Place]
  Placed Area ........................ 7160 µm²
  GP Congestion ........................ 0.719
  Half-perimeter wire length after placement ........................ 16800 µm
  Total placed cells including tap cells ........................ ~2.7k
  Port buffer count ........................ 9

[Clocking]
  Post-cts gate resize count ........................ 0
  CTS tree ........................ yes
  Level count of the clock H-tree ........................ 1
  Maximum clock insertion buffer count ........................ 2
  Post CTS Setup Buffer Count ........................ 0
  Sink count of the clock tree ........................ 18
  Number of hold-repair buffers added at the cts stage ........................ 0
  CTS clock-pin slew for the worst setup and hold paths ........................ around 0.05 ns
  CTS Buf Count ........................ 3
  Clock root buffer ........................ sky130_fd_sc_hd__clkbuf_16
  Insertion delay of the later-clocked pin in the worst-skew pair ........................ 0.25 ns

[Pwr]
  Static leakage ........................ 0.00365 µW
  Fraction of power consumed by sequential logic ........................ 34.1%
  Part of the power in the clock network ........................ between 30% and 40%
  P per Cell Area ........................ 96.5 nW/µm²
  Int Power ........................ about 450 µW
  Combinational fraction of design power ........................ approximately a third
  IR drop worst, VDD ........................ 0.212 mV
  NetSw ........................ 253 µW
  Sw Ratio ........................ between 30% and 40%
  Total power after layout ........................ 698 µW

[Detailed routing]
  Drt pass-1 iters ........................ 4
  Residual DRC ........................ 0
  Final ANT Viol Nets ........................ 0
  WL/cell ........................ 6.42 µm
  Vias ........................ about 3.8k
  Number of diodes ........................ 0
  Vias/cell ........................ 1.40
  Drt first-iter violations ........................ 119
  WL final ........................ 17500 µm

[Layout]
  Combinational gate area ........................ approximately 4600 µm²
  Fraction of final layout cells sized beyond drive strength 1 ........................ 2.27%
  Signed area change from the synthesized netlist to the final layout ........................ -14.7%
  Seq. cell area ........................ 360 µm²
  Fillers ........................ 14.5k
  Post-route cell area ........................ just over 7000 µm²
  Filler-free cell count of the finished design ........................ between 2k and 3k
  Most frequently placed logic cells in the final layout ........................ sky130_fd_sc_hd__conb_1, sky130_fd_sc_hd__dfxtp_1, sky130_fd_sc_hd__nand2_1, sky130_fd_sc_hd__ha_1
  Post-layout utilization of the core ........................ 5.93%
  Max reg flops ........................ 5
  Most frequently placed logic cell in the final layout ........................ sky130_fd_sc_hd__conb_1

[Run status]
  Result of the run ........................ finished clean

[Hold path]
  Worst Hold Class ........................ reg -> reg

[Setup path]
  Largest driver fanout on the critical path ........................ 4
  Endpoint required time on the critical path ........................ around 3.6 ns
  Cells traversed along the worst timing path ........................ inv_1 -> ha_1 -> xor2_1 -> nand3_1 -> nor3_1 -> mux2_2 -> ha_1 -> inv_1 -> mux2_2 -> a211oi_2
  Worst endpoint data arrival time ........................ 3.03 ns
  Library cell contributing the largest single delay on the critical path ........................ sky130_fd_sc_hd__mux2_2
  Start-to-end type of the worst setup path ........................ reg -> reg
  Largest delay share family, worst path ........................ multiplexers
  Sort of element at the end of the critical path ........................ register
  Startpoint class of the critical path ........................ register
  Critical Path Max Stage Delay ........................ 0.43 ns
  Buffering stage count on the worst path with inverters included ........................ 2

[GRT]
  GRT Total Usage ........................ 1.90%
  GR Overflow Total ........................ 0
  Maximum number of pins on one net before global-route repair ........................ 16
  First-pass GRT wire length ........................ 21800 µm
  Antenna violations before repair ........................ 7
  Vias in the first global route ........................ 4060

[Run]
  Tool warnings ........................ 61
  Max-cap check violation count ........................ 0

----------------------------------------------------
[cells in the mapped netlist, drive strengths merged (2+ instances only)]
| master | instances | area share, % |
|---|---|---|
| xnor2 | 12 | 1.5 |
| a311oi | 3 | 0.46 |
| nor2 | 10 | 0.44 |
| or3 | 2 | 0.15 |
| and4b | 2 | 0.24 |
| nand3 | 11 | 0.65 |
| o41ai | 3 | 0.40 |
| mux2 | 3 | 0.40 |
| a32oi | 3 | 0.31 |
| a31oi | 4 | 0.29 |
| o211ai | 5 | 0.44 |
| or4 | 2 | 0.22 |
| inv | 13 | 0.58 |
| a21o | 3 | 0.28 |
| ha | 15 | 2.2 |
| o31ai | 5 | 0.72 |
| xor2 | 7 | 0.72 |
| nor3 | 4 | 0.37 |
| dfxtp | 18 | 4.2 |
| clkbuf | 5 | 0.34 |
| o21ai | 8 | 0.47 |
| and3 | 4 | 0.29 |
| a21oi | 13 | 0.77 |
| nand2b | 3 | 0.22 |
| buf | 902 | 80 |
| nand2 | 15 | 0.66 |
[final cells by class]
type | count | share of cell area [%]
flip-flops and latches | 18 | 4.98
clock buffers | 3 | 1.04
repair buffers | 10 | 1.35
multi-input cells | 1055 | 63.9
inverters | 13 | 0.674
well taps | 1625 | 28.1
[power groups by stage]
stage         combinational, µW  sequential (µW)  clock, µW
finish                      232              238        228
global route                306              240        242
CTS                         260              238        235
[cells by family (layout without fill, tap and decap cells)]
kind of cell             count (synthesis)  count (layout)  share of synthesized area (%)
AND-OR/OR-AND                           61              61                           5.77
buffers and inverters                  920              26                           80.9
flip-flops                              18              18                           4.25
AND/OR/NAND/NOR                         59              59                           3.84
multiplexers                             4               4                          0.516
XOR/XNOR                                20              20                           2.51
adder cells (fa/ha/maj)                 15              15                           2.21
other                                    1             896                         0.0442
[layer usage]
metal  routed length (µm)  up-vias  global-route usage, %
met4                   54        4                 0.0764
met5                   23        -                      0
met1                 5390     1660                   1.91
li1                     -     1648                      -
met3                 3540       10                   1.22
met2                 8490      493                   3.45
[through the flow]
step	worst slack, ns	hold slack, ns
final	0.540	0.474
after global placement	0.588	0.438
after floorplan	0.672	0.431
after CTS	0.553	0.471
after global routing	0.339	0.520
after detailed placement	0.577	0.458
[final timing paths]
kind                            cells after the start  slack (ns)           start     endpoint
worst max-delay path                               10        0.54  J_index_reg[1]  bit_cnt2[1]
worst min-delay path                                1        0.47        state[3]     state[0]
worst max register to register                     10        0.54  J_index_reg[1]  bit_cnt2[1]
worst min register to register                      1        0.47        state[3]     state[0]
No activity file was given, so power comes from the tool's default toggle rates.
