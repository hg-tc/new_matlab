<file path="design.v">
module easy_fifo(clk,rst_n,din,din_valid,request,dout,out_valid,empty,count_num,full,almost_full);
parameter DATAWIDTH = 32*6;
parameter SIZE = 6;
parameter IN_SIZE = 3'd6;  
parameter OUT_SIZE = 3'd1;
parameter MODEWIDTH = 9;
localparam DEPTH_WIDTH = $clog2(SIZE);
localparam COUNT_WIDTH = DEPTH_WIDTH + 1;
input                                               clk,rst_n;
input    [ DATAWIDTH * IN_SIZE - 1 : 0 ]            din;
input                                               din_valid;
input                                               request;
output   [ DATAWIDTH * OUT_SIZE - 1 : 0 ]           dout;
output                                              out_valid; 
output                                              empty;
output                                              full;
output                                              almost_full;
output reg   [DEPTH_WIDTH - 1:0]                                      count_num;
reg      [ DATAWIDTH * SIZE - 1 : 0 ]               Buffer = 0;
reg      [DEPTH_WIDTH-1:0]                                      w_addr = 0;
reg      [DEPTH_WIDTH-1:0]                                      r_addr = 0;
wire [DEPTH_WIDTH-1:0]  next_w_addr = w_addr + IN_SIZE;
wire [DEPTH_WIDTH-1:0]  next_r_addr = r_addr + OUT_SIZE;
always @(posedge clk or negedge rst_n) begin
    if(rst_n == 1'b0) begin
        w_addr <= {DEPTH_WIDTH{1'b0}};
    end
    else if((din_valid == 1'b1) && (full != 1'b1)) begin
        if(next_w_addr!=SIZE)begin
            w_addr <= next_w_addr;
        end else begin w_addr <= 0; end
    end
end
always @(posedge clk or negedge rst_n) begin
    if(rst_n == 1'b0) begin
        r_addr <= {DEPTH_WIDTH{1'b0}};
    end
    else if((request == 1'b1) && (empty != 1'b1)) begin
        if(next_r_addr!=SIZE)begin
        r_addr <= next_r_addr;
        end else begin r_addr <= 0; end
    end
end 
always @(posedge clk) begin
    if((din_valid == 1'b1) && (full != 1'b1)) begin
        Buffer[DATAWIDTH * w_addr +: DATAWIDTH * IN_SIZE] <= din;
    end
end
always @(posedge clk or negedge rst_n) begin
    if(rst_n == 1'b0) begin
        count_num <= 0;
    end
    else if((din_valid == 1'b1) && (request == 1'b0) && (full != 1'b1)) begin
        count_num <= count_num + IN_SIZE;
    end
    else if((request == 1'b1) && (din_valid == 1'b0) && (empty != 1'b1)) begin
        count_num <= count_num - OUT_SIZE;
    end
    else if((request == 1'b1) && (din_valid == 1'b1)) begin
        count_num <= count_num + ((full != 1'b1) ? IN_SIZE : 0) - ((empty != 1'b1) ? OUT_SIZE : 0);
    end
end
assign empty = count_num < OUT_SIZE;
assign full = count_num > (SIZE - IN_SIZE);
assign almost_full = count_num >= (SIZE - IN_SIZE);
assign dout = Buffer[DATAWIDTH * r_addr +: DATAWIDTH * OUT_SIZE];
assign out_valid = request && !empty;
endmodule
</file>
<file path="run.sh">
#!/bin/bash
# OpenROAD 26Q1-2900-gdf79404cd8, Yosys 0.63+post, stock flow scripts
make -C /OpenROAD-flow-scripts/flow DESIGN_CONFIG=/design/flow/config.mk WORK_HOME=/design/flow/orfs finish
</file>
<file path="config.mk">
export PLATFORM = sky130hd
export DESIGN_NAME = easy_fifo
export DESIGN_NICKNAME = easy_fifo
export VERILOG_FILES = /design/flow/design.v
export SDC_FILE = /design/flow/constraint.sdc
export NUM_CORES = 4
export LEC_CHECK = 1
export CORE_AREA = 10 10 782 782
export DIE_AREA = 0 0 792 792
</file>
<file path="constraint.sdc">
current_design easy_fifo

set clk_period 93.5
set clk_io_pct 0.2

create_clock -name clk0 -period $clk_period [get_ports {clk}]

set non_clock_inputs [all_inputs -no_clocks]
set_input_delay [expr $clk_period * $clk_io_pct] -clock clk0 $non_clock_inputs
set_output_delay [expr $clk_period * $clk_io_pct] -clock clk0 [all_outputs]
</file>
==> Table 3: Implementation characteristics <==
Physical implementation characteristics

Parameter                              Value

Clocking
  Post-CTS resize count .................. 0
  TritonCTS clock tree .................. built
  Max clock buf depth .................. 4
  Post-CTS Setup Repair Bufs .................. 0
  Clock-pin slew on the worst setup and hold paths .................. 50 ps
  Number of buffers added by the clock tree synthesis step .................. 165
  Clock sink total .................. 1160
  Total number of H-tree levels .................. 4
  Clock insertion delay at the later pin of the skew report .................. 970 ps
  Count of hold-fix buffers inserted at cts .................. 0
  Cell at the root of the clock tree .................. sky130_fd_sc_hd__clkbuf_16

Layout
  Storage cell area .................. 0.03481 sq mm
  Relative area change from synthesis to final layout .................. 27.32%
  Final std cell area, no fill .................. 0.1372 sq mm
  Layout cell share with drive strength beyond 1 .................. 12.71%
  Gate Area .................. 0.06701 sq mm
  Fill cell instance count of the final layout .................. 63834
  Post-route non-filler standard cell count .................. 21225

Setup path
  Worst reg2reg setup slack .................. 86430 ps
  Most used cell along the critical path .................. sky130_fd_sc_hd__clkdlybuf4s50_1
  Critical Path RT .................. 74800 ps
  Type of the worst setup path .................. input pin to output port
  Maximum fanout along the worst path .................. 7
  Worst R2R Start .................. w_addr[1]$_DFFE_PN0P_
  Cell-by-cell trace of the critical path .................. clkdlybuf4s50_1, nand2_1, inv_1, clkdlybuf4s50_1
  Worst path arrival time .................. 20240 ps
  Worst setup path endpoint .................. out_valid
  Element type at the critical path end .................. output port
  Launching element type of the critical path .................. input pin
  Critical path launch point .................. request
  CP peak stage delay .................. 590 ps
  Slowest cell on crit path .................. sky130_fd_sc_hd__clkdlybuf4s50_1
  Endpoint of the worst register-to-register path .................. Buffer[810]$_DFFE_PP_
  Number of cell instances on the worst register-to-register path .................. 15

Placement
  Area after detailed placement .................. 0.1297 sq mm
  Placed Cells incl. Taps .................. 20013
  Input/output buffers .................. 1353
  Detail Placement HPWL .................. 707300 um
  Routability congestion estimate .................. 1.061

Route
  Starting DRT DRC Count .................. 17346
  Total iterations of the first detailed-routing run .................. 10
  Routed wire length .................. 975700 um
  Count of nets left with antenna violations after detail routing .................. 0
  Residual DRC .................. 0
  Via count .................. 127185
  Routed length per placed instance .................. 45.97 um
  Routed via count divided by cell count .................. 5.992

GRT
  Total global routing track utilization .................. 30.51%
  Via count of the first global-routing pass .................. 113576
  Largest net degree at the start of global routing .................. 110
  Total grt overflow .................. 0
  Number of antenna violations at the first check in global routing .................. 827
  First-pass GRT wire length .................. 1230000 um

Run
  Tally of OpenROAD warnings .................. 63
  Count of maximum capacitance violations .................. 0

Synthesis
  Share of synthesized area occupied by flip-flops and latches .................. 32.28%
  Primary flip-flop cell chosen by synthesis mapping .................. sky130_fd_sc_hd__edfxtp_1
  Count of unique library cells instantiated by Yosys .................. 79
  Chip area in the Yosys report .................. 0.1078 sq mm
  Adders+Majority by Area .................. 0.2206%
  Synthesized area per cell .................. 9.210 sq um
  Main logic family after synthesis .................. AND-OR/OR-AND gates
  Complex-gate fraction of the synthesized area .................. 27.22%
  Number of enable flip-flop cells .................. 1152
  Post-synthesis cell area .................. 0.1078 sq mm
  Top cells by area in the synthesized netlist .................. sky130_fd_sc_hd__edfxtp_1 32%, sky130_fd_sc_hd__mux2i_1 11%, sky130_fd_sc_hd__mux4_2 8.3%
  Total number of yosys warnings .................. 1
  Simple-Gate Fraction of Synth Area .................. 10.85%
  Number of instances in the synthesized netlist .................. 11703
  Area share of the largest cell type after synthesis .................. 32.10%
  Register bit count reported by yosys .................. 1160
  Area leader, netlist .................. sky130_fd_sc_hd__edfxtp_1
  Mux share of post-synthesis cell area .................. 23.19%
  XORs/XNORs by Area .................. 0.04760%
  Yosys cell count .................. 11703
  Share of synthesized registers carrying an async set or reset .................. 0.6897%

Final timing
  Slew of the pin with the lowest slew margin .................. 1179 ps
  Min Tclk post-route .................. 38940 ps
  Worst slack on hold paths .................. 550.0 ps
  Cycle use final .................. 41.65%
  Relative slew margins .................. 21.15%
  Setup Total Neg Slack .................. 0 ps
  Achievable frequency .................. 25.68 MHz
  Final-report hold violation count .................. 0
  Fin. max-slew vios .................. 0
  Clock skew after layout .................. 105.1 ps
  Setup violators final .................. 0
  Setup repair after global routing missed its margin .................. no

Power
  Total chip power .................. 7.723 mW
  Leakage dissipation .................. 44.03 nW
  VDD IR max .................. 59.34 uV
  Areal power density over the cells .................. 56.27 mW/mm^2

Die
  Total core area .................. 0.5942 sq mm
  Floorplan-stage core utilization .................. 18.14%
  Die Span X .................. 792 um
  Die span in y .................. 792 um
  Number of placement rows .................. 283
  Ports placed on the boundary .................. 1355
  Area of the die .................. 0.6273 sq mm

Outcome
  Outcome .................. completed

Min path
  Min-delay worst type .................. flip-flop to flip-flop
-- area by class of cell --
class,instances,area share [%]
Tap cell,7837,7.145
Multi-Input combinational cell,8989,48.83
Inverter,211,0.5881
Timing Repair Buffer,1816,12.57
Clock inverter,90,0.6218
Clock buffer,202,3.209
Sequential cell,1160,25.36
Antenna cell,920,1.678
-- Yosys cell counts, types with 10 or more instances --
| master | n |
|---|---|
| sky130_fd_sc_hd__o21ai_1 | 63 |
| sky130_fd_sc_hd__clkbuf_1 | 645 |
| sky130_fd_sc_hd__or3_1 | 40 |
| sky130_fd_sc_hd__edfxtp_1 | 1152 |
| sky130_fd_sc_hd__nor2b_1 | 67 |
| sky130_fd_sc_hd__nand3b_1 | 13 |
| sky130_fd_sc_hd__a222oi_1 | 56 |
| sky130_fd_sc_hd__a211oi_1 | 134 |
| sky130_fd_sc_hd__and3_1 | 126 |
| sky130_fd_sc_hd__o31a_1 | 17 |
| sky130_fd_sc_hd__mux4_2 | 398 |
| sky130_fd_sc_hd__o22ai_1 | 591 |
| sky130_fd_sc_hd__a21oi_1 | 1081 |
| sky130_fd_sc_hd__a221o_1 | 375 |
| sky130_fd_sc_hd__buf_4 | 61 |
| sky130_fd_sc_hd__a21o_1 | 10 |
| sky130_fd_sc_hd__nand3_1 | 284 |
| sky130_fd_sc_hd__nor2_1 | 664 |
| sky130_fd_sc_hd__o211ai_1 | 173 |
| sky130_fd_sc_hd__a31oi_1 | 121 |
| sky130_fd_sc_hd__o21a_1 | 32 |
| sky130_fd_sc_hd__mux2_2 | 372 |
| sky130_fd_sc_hd__ha_1 | 19 |
| sky130_fd_sc_hd__a22o_1 | 73 |
| sky130_fd_sc_hd__inv_1 | 209 |
| sky130_fd_sc_hd__a2bb2oi_1 | 63 |
| sky130_fd_sc_hd__o221ai_1 | 76 |
| sky130_fd_sc_hd__a211o_1 | 68 |
| sky130_fd_sc_hd__o2bb2ai_1 | 78 |
| sky130_fd_sc_hd__nand2_1 | 1145 |
| sky130_fd_sc_hd__a32oi_1 | 44 |
| sky130_fd_sc_hd__o31ai_1 | 37 |
| sky130_fd_sc_hd__nor3_1 | 253 |
| sky130_fd_sc_hd__o21ai_0 | 507 |
| sky130_fd_sc_hd__buf_2 | 483 |
| sky130_fd_sc_hd__a22oi_1 | 548 |
| sky130_fd_sc_hd__a221oi_1 | 105 |
| sky130_fd_sc_hd__nand4_1 | 45 |
| sky130_fd_sc_hd__a311o_1 | 31 |
| sky130_fd_sc_hd__buf_1 | 154 |
| sky130_fd_sc_hd__mux2i_1 | 1183 |
| sky130_fd_sc_hd__o311ai_0 | 26 |
-- worst max-delay path: cells and delay by family --
family,cells,cell delay [ps]
buffers and inverters,3,1380
and+or+nand+nor,1,150
-- logic make-up (layout without fill, tap and decap cells) --
group / Yosys count / after routing
AND-OR/OR-AND: 4328 / 4328
AND/OR/NAND/NOR: 2683 / 2683
multiplexers: 1953 / 1953
buffers and inverters: 1554 / 2319
flip-flops: 1160 / 1160
adder cells (fa/ha/maj): 19 / 19
XOR/XNOR: 5 / 5
other: 1 / 921
-- how the worst min path moves through the flow --
| stage | start | end | slack (ps) | cells past startpoint |
|---|---|---|---|---|
| CTS | Buffer[340]$_DFFE_PP_ | Buffer[340]$_DFFE_PP_ | 550 | 1 |
| global route | Buffer[360]$_DFFE_PP_ | Buffer[360]$_DFFE_PP_ | 570 | 1 |
| finish | count_num[0]$_DFFE_PN0P_ | count_num[0]$_DFFE_PN0P_ | 550 | 2 |
-- layer usage --
metal | up-vias | share of wire (%) | wire length [um] | global-route usage (%)
li1 | 48919 | - | - | -
met1 | 60708 | 28 | 269600 | 27.48
met5 | - | 0.23 | 2233 | 1.717
met3 | 4266 | 16 | 155400 | 20.09
met2 | 13036 | 42 | 409000 | 42.86
met4 | 256 | 14 | 139500 | 34.07
-- sequential cells by signal, indices dropped and copies added, names as in the netlist --
signal / cells
count_num: 3
w_addr: 2
Buffer: 1152
r_addr: 3
-- power by group --
| group | switching, mW | internal [mW] | total (mW) |
|---|---|---|---|
| sequential | 0.171 | 0.970 | 1.14 |
| clock | 0.287 | 0.373 | 0.660 |
| combinational | 4.17 | 1.75 | 5.92 |
| total | 4.63 | 3.10 | 7.72 |
-- metrics by stage --
stage | util [%] | setup slack (ps)
2_1_floorplan | - | 22490
6_report | 23.10 | 54560
3_3_place_gp | 21.82 | 54540
4_1_cts | 22.71 | 54520
5_1_grt | 23.02 | 54450
3_5_place_dp | 21.82 | 54530
-- cell usage in the layout (no fill, tap or decap), types with 68 or more instances in the layout --
| cell type | n |
|---|---|
| sky130_fd_sc_hd__a211o_1 | 68 |
| sky130_fd_sc_hd__a211oi_1 | 134 |
| sky130_fd_sc_hd__a21oi_1 | 1079 |
| sky130_fd_sc_hd__a221o_1 | 375 |
| sky130_fd_sc_hd__a221oi_1 | 105 |
| sky130_fd_sc_hd__a22o_1 | 73 |
| sky130_fd_sc_hd__a22oi_1 | 547 |
| sky130_fd_sc_hd__a31oi_1 | 121 |
| sky130_fd_sc_hd__and3_1 | 123 |
| sky130_fd_sc_hd__buf_4 | 445 |
| sky130_fd_sc_hd__clkbuf_16 | 170 |
| sky130_fd_sc_hd__clkdlybuf4s50_1 | 1353 |
| sky130_fd_sc_hd__diode_2 | 920 |
| sky130_fd_sc_hd__edfxtp_1 | 1152 |
| sky130_fd_sc_hd__inv_1 | 208 |
| sky130_fd_sc_hd__mux2_2 | 372 |
| sky130_fd_sc_hd__mux2i_1 | 1183 |
| sky130_fd_sc_hd__mux4_2 | 398 |
| sky130_fd_sc_hd__nand2_1 | 1128 |
| sky130_fd_sc_hd__nand3_1 | 282 |
| sky130_fd_sc_hd__nor2_1 | 633 |
| sky130_fd_sc_hd__nor3_1 | 248 |
| sky130_fd_sc_hd__o211ai_1 | 173 |
| sky130_fd_sc_hd__o21ai_0 | 507 |
| sky130_fd_sc_hd__o221ai_1 | 76 |
| sky130_fd_sc_hd__o22ai_1 | 591 |
| sky130_fd_sc_hd__o2bb2ai_1 | 78 |
No activity file was given, so power comes from the tool's default toggle rates.
