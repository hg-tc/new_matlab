--- design/flow/design.v ---
module candidategen_setA #(
    parameter J = 14,
    parameter I = 7, 
    parameter A = 2,
    localparam AWIDTH = $clog2(A)+1,
    localparam J_WIDTH = $clog2(J)+1
)(
    input clk,
    input rst_n,
    input [J*AWIDTH-1:0] x_initial,
    input x_initial_tvalid,
    input start_gen,
    input [J_WIDTH-1:0] J_index,
    input [AWIDTH-1:0] A_value,
    output [J*AWIDTH-1:0] candidate_row,
    output candidate_row_tvalid,
    output candidate_row_tlast
);
reg [J*AWIDTH-1:0] x_initial_reg;
always @(posedge clk) begin
    if (!rst_n) begin
        x_initial_reg <= 0;
    end
    else if (x_initial_tvalid) begin
        x_initial_reg <= x_initial;
    end
end
localparam IDLE = 2'b00;
localparam GEN = 2'b01;
localparam GEN2 = 2'b10;
localparam DONE = 2'b11;
reg [1:0] state;
reg [AWIDTH-1:0] x_current [J-1:0];  
reg [$clog2(J):0] bit_cnt;
reg [$clog2(J):0] bit_cnt2;
reg [J_WIDTH-1:0] J_index_reg;
reg [AWIDTH-1:0] A_cnt;
reg [AWIDTH-1:0] A_cnt2;
reg candidate_row_tvalid_reg;
wire [AWIDTH-1:0] x_current_next [J-1:0];
wire [AWIDTH-1:0] x_initial_next [J-1:0];
wire [$clog2(J)-1:0] next_bit_cnt,next_bit_cnt2,prev_bit_cnt,prev_bit_cnt2,next_next_bit_cnt;
genvar i;
generate
    for(i=0; i<J; i=i+1) begin
        assign x_current_next[i] = (x_current[i] < A-1) ? x_current[i] + 1 : 0;
        assign x_initial_next[i] = (x_initial_reg[i*AWIDTH +: AWIDTH] < A-1) ? x_initial_reg[i*AWIDTH +: AWIDTH] + 1 : 0;
        assign next_bit_cnt = bit_cnt == J_index_reg-1 ? bit_cnt + 2 : bit_cnt + 1;
        assign next_next_bit_cnt = next_bit_cnt == J_index_reg-1 ? next_bit_cnt + 2 : next_bit_cnt + 1;
        assign next_bit_cnt2 = bit_cnt2 == J_index_reg-1 ? bit_cnt2 + 2 : bit_cnt2 + 1;
        assign prev_bit_cnt = bit_cnt == J_index_reg+1 ? bit_cnt - 2 : bit_cnt - 1;
        assign prev_bit_cnt2 = bit_cnt2 == J_index_reg+1 ? bit_cnt2 - 2 : bit_cnt2 - 1;
    end
endgenerate
wire final_done;
assign final_done = (bit_cnt2 == J-1 || (J_index_reg == J-1 && bit_cnt2 == J-2) ) && (bit_cnt == J-2 || (J_index_reg >= J-2 && bit_cnt == J-3)) && A_cnt2 == A-2 && A_cnt == A-2;
always @(posedge clk) begin
    if (!rst_n) begin
        state <= IDLE;
        for(integer i=0; i<J; i=i+1) begin
            x_current[i] <= 0;
        end
        bit_cnt <= 0;
        bit_cnt2 <= 0;
        candidate_row_tvalid_reg <= 0;
        J_index_reg <= 0;
        A_cnt <= 0;
        A_cnt2 <= 0;
    end else begin
        case (state)
            IDLE: begin
                if (start_gen) begin
                    state <= GEN;
                    for(integer i=0; i<J; i=i+1) begin
                        x_current[i] <= i==J_index ? A_value : x_initial_reg[i*AWIDTH +: AWIDTH];
                    end
                    bit_cnt <= (J_index==0) ? 1 : 0;
                    candidate_row_tvalid_reg <= 1;
                    J_index_reg <= J_index;
                    A_cnt <= 0;
                end
            end
            GEN: begin
                if (bit_cnt == J || (bit_cnt == J-1 && J_index_reg==J-1)) begin
                    state <= GEN2;
                    candidate_row_tvalid_reg <= 1;
                    bit_cnt <= (J_index_reg==0) ? 1 : 0;
                    bit_cnt2 <= (J_index_reg<=1) ? 2 : 1;
                    for(integer i=0; i<J; i=i+1) begin
                        x_current[i] <= (i < 2) ? x_initial_next[i] : x_initial_reg[i*AWIDTH +: AWIDTH];
                    end
                end else begin
                    if(A_cnt == 0 && bit_cnt != 0) begin
                        if(A!=2) begin
                            A_cnt <= A_cnt + 1;
                            x_current[prev_bit_cnt] <= x_initial_reg[(prev_bit_cnt)*AWIDTH +: AWIDTH];
                            x_current[bit_cnt] <= x_current_next[bit_cnt];
                        end
                        else begin
                            x_current[prev_bit_cnt] <= x_initial_reg[(prev_bit_cnt)*AWIDTH +: AWIDTH];
                            x_current[bit_cnt] <= x_current_next[bit_cnt];
                            bit_cnt <= next_bit_cnt;
                        end
                    end
                    else if(A_cnt < A-2) begin
                        A_cnt <= A_cnt + 1;
                        x_current[bit_cnt] <= x_current_next[bit_cnt];
                    end
                    else begin
                        A_cnt <= 0;
                        bit_cnt <= next_bit_cnt;
                        x_current[bit_cnt] <= x_current_next[bit_cnt];
                    end
                    candidate_row_tvalid_reg <= 1;
                    bit_cnt2 <= 0;
                end
            end
            GEN2: begin
                if(final_done) begin
                    state <= IDLE;
                    candidate_row_tvalid_reg <= 0;
                end else begin
                    candidate_row_tvalid_reg <= 1;
                    if(A_cnt2 < A-2) begin
                        A_cnt2 <= A_cnt2 + 1;
                        if(x_current[bit_cnt2] < A-1) begin
                            x_current[bit_cnt2] <= x_current_next[bit_cnt2];
                        end
                        else begin
                            x_current[bit_cnt2] <= 0;
                        end
                    end else if(A_cnt < A-2) begin
                        A_cnt2 <= 0;
                        A_cnt <= A_cnt + 1;   
                        if(x_current[bit_cnt] < A-1) begin
                            x_current[bit_cnt] <= x_current_next[bit_cnt];
                        end
                        else begin
                            x_current[bit_cnt] <= 0;
                        end
                        x_current[bit_cnt2] <= x_initial_next[bit_cnt2];
                    end
                    else begin
                        A_cnt2 <= 0;
                        A_cnt <= 0;
                        if(bit_cnt2 < J-1) begin
                            bit_cnt2 <= next_bit_cnt2;
                            x_current[bit_cnt] <= x_initial_next[bit_cnt];
                            x_current[bit_cnt2] <= x_initial_reg[bit_cnt2*AWIDTH +: AWIDTH];
                            x_current[next_bit_cnt2] <= x_initial_next[next_bit_cnt2];
                        end else begin
                            bit_cnt <= next_bit_cnt;
                            bit_cnt2 <= next_next_bit_cnt;
                            x_current[bit_cnt] <= x_initial_reg[bit_cnt*AWIDTH +: AWIDTH];
                            x_current[bit_cnt2] <= x_initial_reg[bit_cnt2*AWIDTH +: AWIDTH];
                            x_current[next_bit_cnt] <= x_initial_next[next_bit_cnt];
                            x_current[next_next_bit_cnt] <= x_initial_next[next_next_bit_cnt];
                        end
                    end
                end
            end
            default: state <= IDLE;
        endcase
    end
end
genvar j;
generate
    for(j=0; j<J; j=j+1) begin
        assign candidate_row[j*AWIDTH +: AWIDTH] = x_current[j];
    end
endgenerate
assign candidate_row_tvalid = candidate_row_tvalid_reg;
assign candidate_row_tlast = bit_cnt2 == J-1 && bit_cnt == J-2 && A_cnt2 == A-2 && A_cnt == A-2;
endmodule
--- design/flow/run.sh ---
#!/bin/bash
# OpenROAD 26Q1-2900-gdf79404cd8, Yosys 0.63+post, stock flow scripts
make -C /OpenROAD-flow-scripts/flow DESIGN_CONFIG=/design/flow/config.mk WORK_HOME=/design/flow/orfs finish
--- design/flow/config.mk ---
export PLATFORM = sky130hd
export DESIGN_NAME = candidategen_setA
export DESIGN_NICKNAME = candidategen_setA
export VERILOG_FILES = /design/flow/design.v
export SDC_FILE = /design/flow/constraint.sdc
export NUM_CORES = 4
export LEC_CHECK = 1
export CORE_UTILIZATION = 50
--- design/flow/constraint.sdc ---
current_design candidategen_setA

set clk_period 12.3
set clk_io_pct 0.2

create_clock -name clk0 -period $clk_period [get_ports {clk}]

set non_clock_inputs [all_inputs -no_clocks]
set_input_delay [expr $clk_period * $clk_io_pct] -clock clk0 $non_clock_inputs
set_output_delay [expr $clk_period * $clk_io_pct] -clock clk0 [all_outputs]
==> GITHUB_STEP_SUMMARY <==
## PnR job results

| Metric | Value |
|---|---|
| Post-CTS Setup Bufs | 0 |
| Number of synthesized flops with an enable pin | 28 |
| Largest net degree at the start of global routing | 50 |
| TritonCTS clock tree | built |
| Vert. Die Dim | 142 um |
| Endpoint required time on the critical path | 12.38 ns |
| Detailed-routing iteration count for the pre-antenna-repair pass | 6 |
| Setup ws final | 5.87 ns |
| Layout Skew | 0.0116 ns |
| Pins Over Slew Limit | 0 |
| Post-DP HPWL | 31.3 mm |
| Net Sw Frac | 0.418 |
| Ratio of final minimum period to clock period | 0.523 |
| Worst IR Drop VDD | 83.5 uV |
| Endpoint of the most critical register-to-register path | x_current[4][1]$_DFFE_PP_ |
| Cell-internal power | 0.551 mW |
| Core Util, Final | 0.578 |
| Std-Cell Rows | 50 |
| Gate power share | 0.416 |
| GRT Overall Usage | 0.420 |
| Num CTS Buffers | 9 |
| Power per standard cell area | 86.3 mW/mm^2 |
| Cell variety after synth | 98 |
| Mapped cell area | 0.00981 mm^2 |
| Wire length of the first global-routing pass | 60.8 mm |
| Total via count after detailed routing | 10800 |
| Cell depth of the worst hold path | 2 |
| Leftover overflow at the end of global routing | 0 |
| Count of endpoints failing hold in the final timing report | 0 |
| Arrival time at the worst endpoint | 6.51 ns |
| Number of I/O port buffers | 68 |
| Critical Setup Path Class | input pin to flip-flop |
| Source-to-sink clock delay at the later pin of the worst-skew pair | 0.35 ns |
| Final min period | 6.43 ns |
| Part of the total power dissipated in the clock network | 0.277 |
| Peak Freq | 155 MHz |
| Sequential standard cell area | 0.00174 mm^2 |
| Via-per-instance ratio | 6.88 |
| Antenna Diode Count | 0 |
| Antenna violations before repair | 0 |
| Max transition margin | 0.387 |
| Most used flip-flop cell after synthesis | dfxtp_1 |
| Global placer's final weighted congestion | 1.07 |
| Post-route ant nets | 0 |
| Floorplan core area | 0.0190 mm^2 |
| I/O pin count | 69 |
| Endpoint class of the critical path | flip-flop |
| Number of fillers in the final layout | 1769 |
| Max-capacitance violation count | 0 |
| Yosys synthesis chip area | 0.00981 mm^2 |
| Resize count post-CTS | 0 |
| # hold bufs at CTS | 0 |
| Hold WC Path Type | flip-flop to flip-flop |
| Cell count listed in synth_stat.txt | 1275 |
| Comb. cell area | 0.00736 mm^2 |
| Register bit count reported by yosys | 73 |
| CTS sink cnt | 73 |
| Fraction of final layout cells with drive strength greater than 1 | 0.0835 |
| Critical Path Sink | x_current[5][1]$_DFFE_PP_ |
| Number of global-route vias before repair | 9647 |
| Core Density at Floorplan | 0.518 |
| Iteration-0 DRC count of the detailed router | 1236 |
| R2R cell count | 14 |
| Total Neg Setup Slack | 0 ns |
| P_leak | 4.25 nW |
| Wire length after detailed routing | 40.9 mm |
| Reg-to-reg slack, setup | 6.23 ns |
| Pre-CTS setup slack | 5.70 ns |
| Crit. Startpoint | rst_n |
| Clock transition at the register clock pins on the worst setup and hold paths after CTS | 0.07 ns |
| Unrepaired setup endpoints after global routing | no |
| Number of warning messages in the logs | 50 |
| Beginning of the worst register-to-register path | J_index_reg[0]$_SDFFE_PN0P_ |
| Post-synthesis sequential area ratio | 0.177 |
| Post-synthesis instance total | 1275 |
| Critical path launch point type | input pin |
| Max Buffers Root-to-Sink | 2 |
| Routed wirelength normalized by instance count | 26.1 um |
| Maximum net fanout on the critical path | 25 |
| Setup Viol. Count Final | 0 |
| Die Area | 0.0202 mm^2 |
| Switch Pwr | 0.396 mW |
| Yosys warning tally | 17 |
| Share of power burned in registers | 0.306 |
| Run status | complete, no violations |
| CTS H-Tree Depth | 3 |
| Synthesized area per cell | 7.70 um^2 |
| Growth of design area from synthesis to finish | 11.7% |
| Worst-margin pin slew | 0.912 ns |
| DIE WIDTH | 142 um |
| Fraction of registers with async set/reset | 0 |
| Remaining design rule violation count | 0 |
| Root Buffer Master | clkbuf_16 |
[routing by layer]
metal | global-route usage | vias to the layer above | wire length (um)
li1 | - | 4855 | -
met1 | 0.631 | 5048 | 17300
met2 | 0.588 | 756 | 16900
met3 | 0.116 | 114 | 5120
met4 | 0.138 | 0 | 1590
met5 | 0 | - | 0
[cells by family after synthesis]
| logic type | Yosys count | share of synthesized area |
|---|---|---|
| simple gates | 493 | 0.253 |
| compound gates | 325 | 0.246 |
| buf+inv | 170 | 0.0728 |
| mux | 117 | 0.135 |
| flops | 73 | 0.177 |
| fa+ha+maj | 59 | 0.0752 |
| xor+xnor | 38 | 0.0408 |
[placed cells by master, fill, tap and decap left out, types with 7 or more instances in the layout]
cell,synthesis,layout
a211oi_1,14,14
a21oi_1,52,52
a221oi_1,19,19
a22oi_1,17,17
a311oi_1,9,9
a31oi_1,23,22
a32oi_1,11,11
and2_1,16,16
and3_1,21,21
buf_4,5,32
clkbuf_16,0,9
clkdlybuf4s50_1,0,68
dfxtp_1,45,45
edfxtp_1,28,28
ha_1,59,59
inv_1,82,82
mux2_2,15,15
mux2i_1,91,91
mux4_2,10,10
nand2_1,108,108
nand2b_1,18,18
nand3_1,61,61
nand3b_1,7,7
nand4_1,28,28
nor2_1,125,125
nor2b_1,12,12
nor3_1,35,35
nor3b_1,8,8
nor4_1,13,13
o211ai_1,16,16
o21a_1,7,7
o21ai_0,40,40
o221ai_1,7,7
o22ai_1,12,12
o31ai_1,11,11
or2_2,9,9
xnor2_1,19,19
xor2_1,14,14
[cells in the mapped netlist, drive strengths merged, types with 7 or more instances]
cell type  count  share of area
a22oi         18          0.015
a31oi         23          0.015
nand3b         7         0.0054
o21a           8         0.0062
a21oi         52          0.027
nor4          15          0.012
inv           83          0.032
a311oi         9         0.0080
o22ai         12         0.0076
ha            59          0.075
o31ai         13          0.012
xor2          15          0.014
a32oi         11         0.0098
nand2b        18          0.011
nand4         28          0.018
dfxtp         45          0.092
nand2        109          0.042
mux2          15          0.017
xnor2         20          0.020
nor3b          8         0.0061
o221ai         7         0.0062
mux2i         92          0.095
nor2         125          0.048
clkbuf        47          0.018
or2           10         0.0064
nor2b         12         0.0076
o211ai        16          0.012
mux4          10          0.023
a211oi        14          0.011
edfxtp        28          0.086
nor3          37          0.021
and2          18          0.011
and3          21          0.013
nand3         61          0.031
o21ai         45          0.023
o32ai          8         0.0094
a221oi        23          0.023
buf           39          0.022
[stage by stage]
step	cell area, um^2	power (mW)	hold slack (ns)	cells
2_1_floorplan	9810	0.533	0.440	1275
5_1_grt	11000	0.985	0.590	1565
3_3_place_gp	10700	0.672	0.490	1549
6_report	11000	0.946	0.513	1565
4_1_cts	11000	0.937	0.522	1565
3_5_place_dp	10700	0.673	0.500	1549
[worst min path at each step]
stage	startpoint	endpoint	slack, ns
final	candidate_row_tvalid_reg$_SDFFE_PN0P_	candidate_row_tvalid_reg$_SDFFE_PN0P_	0.51
after global routing	state[0]$_DFF_P_	state[0]$_DFF_P_	0.59
after CTS	candidate_row_tvalid_reg$_SDFFE_PN0P_	candidate_row_tvalid_reg$_SDFFE_PN0P_	0.52
[power groups by stage]
| stage | sequential [mW] | clock, mW | combinational [mW] |
|---|---|---|---|
| CTS | 0.289 | 0.268 | 0.380 |
| global route | 0.291 | 0.278 | 0.417 |
| finish | 0.290 | 0.262 | 0.394 |
[area by class of cell]
type	count	share of cell area
clock buffer	9	0.0205
clock inverter	7	0.00639
inverter	84	0.0290
multi-input combinational	1032	0.672
sequential	73	0.159
tap	260	0.0297
timing repair buffer	100	0.0840
[worst max-delay path, stage by stage]
cell             delay [ns]
clkdlybuf4s50_1        0.87
nand2_1                0.17
a311o_1                0.35
and2_1                 0.31
a31oi_2                0.19
buf_4                  0.29
mux2i_1                0.26
a221o_1                0.17
nand4_1                0.66
and3b_1                0.45
nor4_1                 0.26
a221oi_2               0.05
Power and IR drop assume default switching activity.
