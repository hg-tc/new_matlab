**design/flow/run.sh**
```bash
#!/bin/bash
# OpenROAD 26Q1-2900-gdf79404cd8, Yosys 0.63+post, stock flow scripts
make -C /OpenROAD-flow-scripts/flow DESIGN_CONFIG=/design/flow/config.mk WORK_HOME=/design/flow/orfs finish
```
**design/flow/constraint.sdc**
```tcl
current_design multi_divi_index_gen_v2

set clk_period 11.6
set clk_io_pct 0.2

create_clock -name clk0 -period $clk_period [get_ports {clk}]

set non_clock_inputs [all_inputs -no_clocks]
set_input_delay [expr $clk_period * $clk_io_pct] -clock clk0 $non_clock_inputs
set_output_delay [expr $clk_period * $clk_io_pct] -clock clk0 [all_outputs]
```
**design/flow/design.v**
```verilog
module multi_divi_index_gen_v2 #(
    parameter J = 14,
    parameter I = 7, 
    parameter A = 2,
    localparam AWIDTH = $clog2(A)+1,
    localparam J_WIDTH = $clog2(J)+1
)(
    input clk,
    input rst_n,
    input [J*AWIDTH-1:0] x_initial,
    input x_initial_tvalid,
    input start_gen,
    input [J_WIDTH-1:0] J_index,
    output [AWIDTH-1:0] mutli_col_idx1,
    output [AWIDTH-1:0] mutli_col_idx2,
    output [J_WIDTH-1:0] multi_row_idx,
    output [J_WIDTH-1:0] multi_row_idx2,
    output [AWIDTH-1:0] divi_col_idx1,
    output [AWIDTH-1:0] divi_col_idx2,
    output [J_WIDTH-1:0] divi_row_idx,
    output [J_WIDTH-1:0] divi_row_idx2,
    output reg [1:0] state_out,
    output index_out_tvalid
);
reg [AWIDTH-1:0] mutli_col_idx1_reg;
reg [J_WIDTH-1:0] multi_row_idx_reg;
reg [AWIDTH-1:0] divi_col_idx1_reg;
reg [J_WIDTH-1:0] divi_row_idx_reg;
reg [J*AWIDTH-1:0] x_initial_reg;
always @(posedge clk) begin
    if (!rst_n) begin
        x_initial_reg <= 0;
    end
    else if (x_initial_tvalid) begin
        x_initial_reg <= x_initial;
    end
end
localparam IDLE = 2'b00;
localparam GEN = 2'b01;
localparam GEN2 = 2'b10;
localparam DONE = 2'b11;
reg [1:0] state;
reg [AWIDTH-1:0] x_current [J-1:0];  
reg [$clog2(J):0] bit_cnt;
reg [$clog2(J):0] bit_cnt2;
reg [J_WIDTH-1:0] J_index_reg;
reg [AWIDTH-1:0] A_cnt;
reg [AWIDTH-1:0] A_cnt2;
reg [J*64-1:0] candidate_row_reg;
reg candidate_row_tvalid_reg;
wire [AWIDTH-1:0] x_current_next [J-1:0];
wire [AWIDTH-1:0] x_initial_next [J-1:0];
wire [$clog2(J)-1:0] next_bit_cnt,next_bit_cnt2,prev_bit_cnt,prev_bit_cnt2,next_next_bit_cnt;
genvar i;
generate
    for(i=0; i<J; i=i+1) begin
        assign x_current_next[i] = (x_current[i] < A-1) ? x_current[i] + 1 : 0;
        assign x_initial_next[i] = (x_initial_reg[i*AWIDTH +: AWIDTH] < A-1) ? x_initial_reg[i*AWIDTH +: AWIDTH] + 1 : 0;
        assign next_bit_cnt = bit_cnt == J_index_reg-1 ? bit_cnt + 2 : bit_cnt + 1;
        assign next_next_bit_cnt = next_bit_cnt == J_index_reg-1 ? next_bit_cnt + 2 : next_bit_cnt + 1;
        assign next_bit_cnt2 = bit_cnt2 == J_index_reg-1 ? bit_cnt2 + 2 : bit_cnt2 + 1;
        assign prev_bit_cnt = bit_cnt == J_index_reg+1 ? bit_cnt - 2 : bit_cnt - 1;
        assign prev_bit_cnt2 = bit_cnt2 == J_index_reg+1 ? bit_cnt2 - 2 : bit_cnt2 - 1;
    end
endgenerate
wire [J_WIDTH-1:0] next_bit_cnt_end;
assign next_bit_cnt_end = (J_index_reg==0) ? 1 : 0;
wire [J_WIDTH-1:0] next_bit_cnt2_end;
assign next_bit_cnt2_end = (J_index_reg<=1) ? 2 : 1;
wire final_done;
assign final_done = (bit_cnt2 == J-1 || (J_index_reg == J-1 && bit_cnt2 == J-2) ) && (bit_cnt == J-2 || (J_index_reg >= J-2 && bit_cnt == J-3)) && A_cnt2 == A-2 && A_cnt == A-2;
always @(posedge clk) begin
    if (!rst_n) begin
        state <= IDLE;
        for(integer i=0; i<J; i=i+1) begin
            x_current[i] <= 0;
        end
        bit_cnt <= 0;
        bit_cnt2 <= 0;
        candidate_row_reg <= 0;
        candidate_row_tvalid_reg <= 0;
        J_index_reg <= 0;
        A_cnt <= 0;
        A_cnt2 <= 0;
        mutli_col_idx1_reg <= 0;
        divi_col_idx1_reg <= 0;
        multi_row_idx_reg <= 0;
        divi_row_idx_reg <= 0;
        state_out <= 0;
    end else begin
        case (state)
            IDLE: begin
                if (start_gen) begin
                    state <= GEN;
                    for(integer i=0; i<J; i=i+1) begin
                        x_current[i] <= x_initial_reg[i*AWIDTH +: AWIDTH];
                    end
                    bit_cnt <= (J_index==0) ? 1 : 0;
                    candidate_row_tvalid_reg <= 1;
                    J_index_reg <= J_index;
                    A_cnt <= 0;
                    mutli_col_idx1_reg <= 0;
                    multi_row_idx_reg <= 0;
                    divi_col_idx1_reg <= 0;
                    divi_row_idx_reg <= 0;
                    state_out <= 1;
                end
                else begin
                    state_out <= 0;
                end
            end
            GEN: begin
                if (bit_cnt == J || (bit_cnt == J-1 && J_index_reg==J-1)) begin
                    state <= GEN2;
                    state_out <= 3;
                    candidate_row_tvalid_reg <= 1;
                    bit_cnt <= (J_index_reg==0) ? 1 : 0;
                    bit_cnt2 <= (J_index_reg<=1) ? 2 : 1;
                    for(integer i=0; i<J; i=i+1) begin
                        x_current[i] <= ((i == next_bit_cnt_end) || (i == next_bit_cnt2_end)) ? x_initial_next[i] : x_initial_reg[i*AWIDTH +: AWIDTH];
                    end
                end else begin
                    state_out <= 2;
                    mutli_col_idx1_reg <= x_current_next[bit_cnt];
                    multi_row_idx_reg <= bit_cnt;
                    divi_col_idx1_reg <= x_initial_reg[(bit_cnt)*AWIDTH +: AWIDTH];
                    divi_row_idx_reg <= bit_cnt;
                    if(A_cnt == 0 && bit_cnt != 0) begin
                        if(A!=2) begin
                            A_cnt <= A_cnt + 1;
                            x_current[prev_bit_cnt] <= x_initial_reg[(prev_bit_cnt)*AWIDTH +: AWIDTH];
                            x_current[bit_cnt] <= x_current_next[bit_cnt];
                        end
                        else begin
                            x_current[prev_bit_cnt] <= x_initial_reg[(prev_bit_cnt)*AWIDTH +: AWIDTH];
                            x_current[bit_cnt] <= x_current_next[bit_cnt];
                            bit_cnt <= next_bit_cnt;
                        end
                    end
                    else if(A_cnt < A-2) begin
                        A_cnt <= A_cnt + 1;
                        x_current[bit_cnt] <= x_current_next[bit_cnt];
                    end
                    else begin
                        A_cnt <= 0;
                        bit_cnt <= next_bit_cnt;
                        x_current[bit_cnt] <= x_current_next[bit_cnt];
                    end
                    candidate_row_tvalid_reg <= 1;
                    bit_cnt2 <= 0;
                end
            end
            GEN2: begin
                if(final_done) begin
                    state <= DONE;
                    candidate_row_tvalid_reg <= 0;
                    state_out <= 4;
                end else begin
                    state_out <= 3;
                    candidate_row_tvalid_reg <= 1;
                    if(A_cnt2 < A-2) begin
                        A_cnt2 <= A_cnt2 + 1;
                        if(x_current[bit_cnt2] < A-1) begin
                            x_current[bit_cnt2] <= x_current_next[bit_cnt2];
                        end
                        else begin
                            x_current[bit_cnt2] <= 0;
                        end
                    end else if(A_cnt < A-2) begin
                        A_cnt2 <= 0;
                        A_cnt <= A_cnt + 1;   
                        if(x_current[bit_cnt] < A-1) begin
                            x_current[bit_cnt] <= x_current_next[bit_cnt];
                        end
                        else begin
                            x_current[bit_cnt] <= 0;
                        end
                        x_current[bit_cnt2] <= x_initial_next[bit_cnt2];
                    end
                    else begin
                        A_cnt2 <= 0;
                        A_cnt <= 0;
                        if(bit_cnt2 < J-1) begin
                            bit_cnt2 <= next_bit_cnt2;
                            x_current[bit_cnt] <= x_initial_next[bit_cnt];
                            x_current[bit_cnt2] <= x_initial_reg[bit_cnt2*AWIDTH +: AWIDTH];
                            x_current[next_bit_cnt2] <= x_initial_next[next_bit_cnt2];
                        end else begin
                            bit_cnt <= next_bit_cnt;
                            bit_cnt2 <= next_next_bit_cnt;
                            x_current[bit_cnt] <= x_initial_reg[bit_cnt*AWIDTH +: AWIDTH];
                            x_current[bit_cnt2] <= x_initial_reg[bit_cnt2*AWIDTH +: AWIDTH];
                            x_current[next_bit_cnt] <= x_initial_next[next_bit_cnt];
                            x_current[next_next_bit_cnt] <= x_initial_next[next_next_bit_cnt];
                        end
                    end
                end
            end
            DONE: begin
                state <= IDLE;
                candidate_row_tvalid_reg <= 0;
                state_out <= 0;
            end
            default: state <= IDLE;
        endcase
    end
end
assign mutli_col_idx1 = state == GEN2 ? x_current[bit_cnt] : mutli_col_idx1_reg;
assign mutli_col_idx2 = x_current[bit_cnt2];
assign multi_row_idx = state == GEN2 ? bit_cnt : multi_row_idx_reg;
assign multi_row_idx2 = bit_cnt2;
assign divi_col_idx1 = state == GEN2 ? x_initial_reg[bit_cnt*AWIDTH +: AWIDTH] : divi_col_idx1_reg;
assign divi_col_idx2 = x_initial_reg[bit_cnt2*AWIDTH +: AWIDTH];
assign divi_row_idx = state == GEN2 ? bit_cnt : divi_row_idx_reg;
assign divi_row_idx2 = bit_cnt2;
assign index_out_tvalid = candidate_row_tvalid_reg;
endmodule
```
**design/flow/config.mk**
```make
export PLATFORM = sky130hd
export DESIGN_NAME = multi_divi_index_gen_v2
export DESIGN_NICKNAME = multi_divi_index_gen_v2
export VERILOG_FILES = /design/flow/design.v
export SDC_FILE = /design/flow/constraint.sdc
export NUM_CORES = 4
export LEC_CHECK = 1
export CORE_UTILIZATION = 50
```
==> results.txt <==
Results of an implementation run.

The number of hold buffers added after CTS is 0. The arrival time at the worst endpoint is 6.37 ns. Relative to the synthesized area, the layout overhead comes to 9.55%. Note, the detailed placer reported a final HPWL of 34300 um. The flow ran to the end, and the final reports show no timing, DRC or antenna violations. In this run, the synthesized area fraction spent on and/or/nand/nor cells is recorded as 22.5%. The number of placed I/O pins is 68.

The sequential area share after synthesis is 20.5%. The number of optimization iterations in the first detailed-route pass is 6. The number of routed nets with antenna violations is 0. Summed over all layers, the global routing overflow is 0. Traced cell by cell, the critical path runs through inv_1 > ha_1 > or3b_4 > a22o_1 > o31ai_1 > nand2_1 > inv_1 > ha_1 > nor2_1 > a221o_1 > nor4_2 > and2_1 > mux2i_1 > o2111ai_1 > o22ai_2 > buf_4 > a311oi_1. The most area-hungry cell type in the Yosys netlist is dfxtp_1. The most frequently used flop master after synthesis is dfxtp_1.

The final max-slew violation count is 0. The routed design has 46400 um of wire. The first global-routing pass estimated 69200 um of wire.

The area of the die is 22500 sq um. The height of the die is 150 um. The total routing usage reported by global routing is 43.7%.

A synthesized cell averages 8.05 sq um. Setup repair after global routing left no endpoint under its margin. Counting every sink on the clock net gives 96. The count of unique library cells instantiated by Yosys is 94. The critical path data required time is 11.66 ns. The initialized floorplan defines 53 standard-cell rows. No sink is reached through more buffers than the 2 on the longest clock path. The tree is rooted in a clkbuf_16.

Looking at the worst setup and hold paths, the clock pins of their registers show a slew of 0.08 ns. The post-synthesis share of cell area spent on and-or and or-and gates is 24.1%. Yosys stat counts 1359 cells in the synthesized netlist. The maximum number of pins on one net before global-route repair is 55. The routed wire length per instance is 28.3 um. STA shows the worst reg2reg path with a cell count of 17.

The share of flip-flops with an asynchronous set or reset is 0%. The clock skew after layout is 0.0122 ns. For this run, the final setup violation count is recorded as 0.

The clock share of power is 28.3%. Combinational cells account for 35.8% of the total power. The final layout report lists a filler cell count of 1988.

The post-placement cell count is 1625. The static leakage power is 4.48 nW. Detailed placement reports a standard cell area of 11700 sq um. The global placer's final weighted congestion is 1.06. Summing every instance area after synthesis gives 10900 sq um. The synthesized instance count is 1359. The delay of the slowest cell on the worst path is 0.65 ns. Per the repair_timing log after CTS, setup buffers inserted total 0. The OpenROAD warning count is 40. In the final report, the number of hold violations comes to 0. The total of flip-flops plus latches after synthesis is 96. The worst setup path is captured at a flop.

The number of port buffers is 63. Registers are responsible for 35.8% of the overall power. The power per standard cell area is 94.6 nW/um^2. The number of global-route vias before repair was 10837.

The synthesis report lists the Yosys warning total as 17. CTS added clock buffers totalling 9. At the pin with the least slew margin, the transition time is 0.909 ns. The register with the most flip-flops in the layout has 32 of them. Per the timing report, the biggest fanout along the worst path comes to 18.

The cell-mix breakdown from Yosys lists the adder-cell area share as 5.83%. The post-synthesis xor/xnor area fraction is 3.51%. Yosys attributes the largest share of cell area to dfxtp_1 12%, edfxtp_1 8.8%, mux2i_1 7.0%. Per the OpenROAD power report, switching power amounts to 449 uW. After routing, the total negative slack on setup checks comes to 0 ns. The worst hold path class is flop to flop. The portion of synthesized cell area occupied by the leading cell type is 11.7%. The internal portion of the total power is 685 uW. The core outline area is 21200 sq um.

The fmax is 0.159 GHz. The worst VDD IR drop from the latest analysis is 67.1 uV. The TritonCTS clock tree is done.

The switching share of power is 39.6%. The number of DRC violations after detailed routing is 0. Yosys mapped a number of flops with a built-in enable equal to 32. The detailed router's first-iteration violation count is 1172.

Among the non-sequential cells, AND-OR/OR-AND gates take the most area. The power consumption is 1.13 mW. The number of max-cap violations is 0.

Per the final layout report, the fraction of cells sized above drive strength 1 comes to 11.1%. The fraction of synthesized area in multiplexers is 15.8%. The level count of the clock H-tree is 3. Post-CTS repair ended up resizing 0 cells. The least setup slack across all paths after layout is 5.29 ns. The worst setup slack after placement is 5.53 ns. The number of cells traversed by the worst hold path is 2. The cell at the slowest stage of the critical path is and2_1. The insertion delay to the later sink of the worst-skew pair is 0.37 ns.

The startpoint kind of the worst setup timing path is a flop. The count of vias placed by the detailed router is 11620. The final critical-path required period is 6.31 ns. The tally of non-filler cells in the final layout is 1642. The average vias per placed instance is 7.08. After routing the design area is 12000 sq um. The number of antenna violations at the first check in global routing is 1. The initial utilization of the core area, before any placement, comes to 51.6%. The area of the synthesized netlist per yosys stat is 10900 sq um. The final worst-path cycle share is 54.4%. In this run the horizontal extent of the chip is 150 um. Checking max transition, the worst relative margin is 37.8%. The path type of the worst setup path is flop to flop.
==> power by group through the flow <==
stage | clock network (mW) | logic [mW] | registers [mW]
CTS | 0.324 | 0.390 | 0.403
global route | 0.336 | 0.426 | 0.408
finish | 0.321 | 0.406 | 0.406
==> Yosys cell counts, types with 22 or more instances <==
| cell | count |
|---|---|
| nor2_1 | 138 |
| nand2_1 | 108 |
| inv_1 | 82 |
| mux2i_1 | 77 |
| clkbuf_1 | 64 |
| dfxtp_1 | 64 |
| nand3_1 | 63 |
| a21oi_1 | 56 |
| ha_1 | 51 |
| o21ai_0 | 47 |
| a31oi_1 | 34 |
| mux4_2 | 33 |
| edfxtp_1 | 32 |
| nor3_1 | 32 |
| nand4_1 | 25 |
| and2_1 | 23 |
| and3_1 | 22 |
==> cells by family after synthesis <==
kind of cell    after synthesis
mux                         129
other cells                   1
buf+inv                     197
xor+xnor                     35
compound gates              356
simple gates                494
fa+ha+maj                    51
flops                        96
==> cell usage in the layout (no fill, tap or decap), drive strengths merged, types with 19 or more instances in the layout <==
cell type and n:
and3 22, mux2i 77, clkdlybuf4s50 63, a31oi 34, ha 51, a21oi 56
nor2 138, buf 37, a22oi 21, dfxtp 64, o21ai 49, edfxtp 32
inv 85, mux2 19, nor3 35, nand2 108, mux4 33, nand4 25
and2 23, nand3 65
==> final timing paths <==
check,startpoint,end,slack (ns)
worst max-delay path,J_index_reg[0]$_SDFFE_PN0P_,x_current[6][1]$_DFFE_PP_,5.29
worst min-delay path,multi_row_idx_reg[1]$_SDFFE_PN0P_,multi_row_idx_reg[1]$_SDFFE_PN0P_,0.45
worst max register to register,J_index_reg[0]$_SDFFE_PN0P_,x_current[6][1]$_DFFE_PP_,5.29
worst min register to register,multi_row_idx_reg[1]$_SDFFE_PN0P_,multi_row_idx_reg[1]$_SDFFE_PN0P_,0.45
==> stage by stage <==
| step | hold WS, ns | util (%) |
|---|---|---|
| finish | 0.455 | 56.5 |
| global route | 0.473 | 56.5 |
| CTS | 0.458 | 56.5 |
| detailed placement | 0.448 | 55.0 |
| global placement | 0.439 | 55.0 |
| floorplan | 0.429 | - |
==> metal layers <==
metal  vias to the layer above  track usage (%)  wire [um]
li1                       5155                -          -
met2                       864             62.0      19200
met1                      5445             61.6      18800
met3                       156             17.8       6590
met5                         -                0          0
met4                         0             14.3       1860
==> final cells by class <==
| cell class | count | area, sq um | share of cell area (%) |
|---|---|---|---|
| Clock inverter | 5 | 46.3 | 0.386 |
| Clock buffer | 11 | 264 | 2.20 |
| Timing Repair Buffer | 100 | 908 | 7.58 |
| Antenna cell | 1 | 2.50 | 0.0209 |
| Inverter | 85 | 319 | 2.66 |
| Multi-Input combinational cell | 1069 | 7860 | 65.6 |
| Sequential cell | 96 | 2240 | 18.7 |
| Tap cell | 275 | 344 | 2.87 |
==> worst max-delay path, delay by kind of cell (launching register included) <==
family / cells / cell delay, ns
AND-OR/OR-AND: 6 / 1.85
flip-flops: 1 / 0.46
AND/OR/NAND/NOR: 5 / 1.68
multiplexers: 1 / 0.54
adder cells (fa/ha/maj): 2 / 0.73
buffers and inverters: 3 / 0.72
Power and IR drop assume default switching activity.
