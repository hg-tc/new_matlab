**run.sh**
```bash
#!/bin/bash
# OpenROAD 26Q1-2900-gdf79404cd8, Yosys 0.63+post, stock flow scripts
make -C /OpenROAD-flow-scripts/flow DESIGN_CONFIG=/design/flow/config.mk WORK_HOME=/design/flow/orfs finish
```
**config.mk**
```make
export PLATFORM = sky130hd
export DESIGN_NAME = multi_divi_index_gen
export DESIGN_NICKNAME = multi_divi_index_gen
export VERILOG_FILES = /design/flow/design.v
export SDC_FILE = /design/flow/constraint.sdc
export NUM_CORES = 4
export LEC_CHECK = 1
export CORE_UTILIZATION = 50
```
**constraint.sdc**
```tcl
current_design multi_divi_index_gen

set clk_period 8.0
set clk_io_pct 0.2

create_clock -name clk0 -period $clk_period [get_ports {clk}]

set non_clock_inputs [all_inputs -no_clocks]
set_input_delay [expr $clk_period * $clk_io_pct] -clock clk0 $non_clock_inputs
set_output_delay [expr $clk_period * $clk_io_pct] -clock clk0 [all_outputs]
```
**design.v**
```verilog
module multi_divi_index_gen #(
    parameter J = 14,
    parameter I = 7, 
    parameter A = 2,
    localparam AWIDTH = $clog2(A)+1,
    localparam J_WIDTH = $clog2(J)+1
)(
    input clk,
    input rst_n,
    input [J*AWIDTH-1:0] x_initial,
    input x_initial_tvalid,
    input start_gen,
    input [J_WIDTH-1:0] J_index,
    output [AWIDTH-1:0] mutli_col_idx1,
    output [AWIDTH-1:0] mutli_col_idx2,
    output [J_WIDTH-1:0] multi_row_idx,
    output [J_WIDTH-1:0] multi_row_idx2,
    output [AWIDTH-1:0] divi_col_idx1,
    output [AWIDTH-1:0] divi_col_idx2,
    output [J_WIDTH-1:0] divi_row_idx,
    output [J_WIDTH-1:0] divi_row_idx2,
    output [1:0] state_out,
    output index_out_tvalid
);
reg [J*AWIDTH-1:0] x_initial_reg;
always @(posedge clk) begin
    if (!rst_n) begin
        x_initial_reg <= 0;
    end
    else if (x_initial_tvalid) begin
        x_initial_reg <= x_initial;
    end
end
localparam IDLE = 2'b00;
localparam GEN = 2'b01;
localparam GEN2 = 2'b10;
localparam DONE = 2'b11;
reg [1:0] state;
reg [AWIDTH-1:0] x_current [J-1:0];  
reg [$clog2(J):0] bit_cnt;
reg [$clog2(J):0] bit_cnt2;
reg [J_WIDTH-1:0] J_index_reg;
reg [AWIDTH-1:0] A_cnt;
reg [AWIDTH-1:0] A_cnt2;
reg [J*64-1:0] candidate_row_reg;
reg candidate_row_tvalid_reg;
wire [AWIDTH-1:0] x_current_next [J-1:0];
wire [AWIDTH-1:0] x_initial_next [J-1:0];
wire [$clog2(J)-1:0] next_bit_cnt,next_bit_cnt2,prev_bit_cnt,prev_bit_cnt2,next_next_bit_cnt;
genvar i;
generate
    for(i=0; i<J; i=i+1) begin
        assign x_current_next[i] = (x_current[i] < A-1) ? x_current[i] + 1 : 0;
        assign x_initial_next[i] = (x_initial_reg[i*AWIDTH +: AWIDTH] < A-1) ? x_initial_reg[i*AWIDTH +: AWIDTH] + 1 : 0;
        assign next_bit_cnt = bit_cnt == J_index_reg-1 ? bit_cnt + 2 : bit_cnt + 1;
        assign next_next_bit_cnt = next_bit_cnt == J_index_reg-1 ? next_bit_cnt + 2 : next_bit_cnt + 1;
        assign next_bit_cnt2 = bit_cnt2 == J_index_reg-1 ? bit_cnt2 + 2 : bit_cnt2 + 1;
        assign prev_bit_cnt = bit_cnt == J_index_reg+1 ? bit_cnt - 2 : bit_cnt - 1;
        assign prev_bit_cnt2 = bit_cnt2 == J_index_reg+1 ? bit_cnt2 - 2 : bit_cnt2 - 1;
    end
endgenerate
always @(posedge clk) begin
    if (!rst_n) begin
        state <= IDLE;
        for(integer i=0; i<J; i=i+1) begin
            x_current[i] <= 0;
        end
        bit_cnt <= 0;
        bit_cnt2 <= 0;
        candidate_row_reg <= 0;
        candidate_row_tvalid_reg <= 0;
        J_index_reg <= 0;
        A_cnt <= 0;
        A_cnt2 <= 0;
    end else begin
        case (state)
            IDLE: begin
                if (start_gen) begin
                    state <= GEN;
                    for(integer i=0; i<J; i=i+1) begin
                        x_current[i] <= x_initial_reg[i*AWIDTH +: AWIDTH];
                    end
                    bit_cnt <= 0;
                    candidate_row_tvalid_reg <= 1;
                    J_index_reg <= J_index;
                    A_cnt <= 0;
                end
            end
            GEN: begin
                if (bit_cnt == J) begin
                    state <= GEN2;
                    candidate_row_tvalid_reg <= 1;
                    bit_cnt <= 0;
                    bit_cnt2 <= 1;
                    for(integer i=0; i<J; i=i+1) begin
                        x_current[i] <= (i < 2) ? x_initial_next[i] : x_initial_reg[i*AWIDTH +: AWIDTH];
                    end
                end else begin
                    if(A_cnt == 0 && bit_cnt != 0) begin
                        if(A!=2) begin
                            A_cnt <= A_cnt + 1;
                            x_current[prev_bit_cnt] <= x_initial_reg[(prev_bit_cnt)*AWIDTH +: AWIDTH];
                            x_current[bit_cnt] <= x_current_next[bit_cnt];
                        end
                        else begin
                            x_current[prev_bit_cnt] <= x_initial_reg[(prev_bit_cnt)*AWIDTH +: AWIDTH];
                            x_current[bit_cnt] <= x_current_next[bit_cnt];
                            bit_cnt <= next_bit_cnt;
                        end
                    end
                    else if(A_cnt < A-2) begin
                        A_cnt <= A_cnt + 1;
                        x_current[bit_cnt] <= x_current_next[bit_cnt];
                    end
                    else begin
                        A_cnt <= 0;
                        bit_cnt <= next_bit_cnt;
                        x_current[bit_cnt] <= x_current_next[bit_cnt];
                    end
                    candidate_row_tvalid_reg <= 1;
                    bit_cnt2 <= 0;
                end
            end
            GEN2: begin
                if(bit_cnt2 == J-1 && bit_cnt == J-2 && A_cnt2 == A-2 && A_cnt == A-2) begin
                    state <= DONE;
                    candidate_row_tvalid_reg <= 0;
                end else begin
                    candidate_row_tvalid_reg <= 1;
                    if(A_cnt2 < A-2) begin
                        A_cnt2 <= A_cnt2 + 1;
                        if(x_current[bit_cnt2] < A-1) begin
                            x_current[bit_cnt2] <= x_current_next[bit_cnt2];
                        end
                        else begin
                            x_current[bit_cnt2] <= 0;
                        end
                    end else if(A_cnt < A-2) begin
                        A_cnt2 <= 0;
                        A_cnt <= A_cnt + 1;   
                        if(x_current[bit_cnt] < A-1) begin
                            x_current[bit_cnt] <= x_current_next[bit_cnt];
                        end
                        else begin
                            x_current[bit_cnt] <= 0;
                        end
                        x_current[bit_cnt2] <= x_initial_next[bit_cnt2];
                    end
                    else begin
                        A_cnt2 <= 0;
                        A_cnt <= 0;
                        if(bit_cnt2 < J-1) begin
                            bit_cnt2 <= next_bit_cnt2;
                            x_current[bit_cnt] <= x_initial_next[bit_cnt];
                            x_current[bit_cnt2] <= x_initial_reg[bit_cnt2*AWIDTH +: AWIDTH];
                            x_current[next_bit_cnt2] <= x_initial_next[next_bit_cnt2];
                        end else begin
                            bit_cnt <= next_bit_cnt;
                            bit_cnt2 <= next_next_bit_cnt;
                            x_current[bit_cnt] <= x_initial_reg[bit_cnt*AWIDTH +: AWIDTH];
                            x_current[bit_cnt2] <= x_initial_reg[bit_cnt2*AWIDTH +: AWIDTH];
                            x_current[next_bit_cnt] <= x_initial_next[next_bit_cnt];
                            x_current[next_next_bit_cnt] <= x_initial_next[next_next_bit_cnt];
                        end
                    end
                end
            end
            DONE: begin
                state <= IDLE;
                candidate_row_tvalid_reg <= 0;
            end
            default: state <= IDLE;
        endcase
    end
end
wire [1:0] state_out;
assign state_out = state;
wire [AWIDTH-1:0] mutli_col_idx1,mutli_col_idx2;
wire [J_WIDTH-1:0] multi_row_idx,multi_row_idx2;
wire [AWIDTH-1:0] divi_col_idx1,divi_col_idx2;
wire [J_WIDTH-1:0] divi_row_idx,divi_row_idx2;   
assign mutli_col_idx1 = x_current_next[bit_cnt];
assign mutli_col_idx2 = x_current_next[bit_cnt2];
assign multi_row_idx = bit_cnt;
assign multi_row_idx2 = bit_cnt2;
assign divi_col_idx1 = x_current[bit_cnt];
assign divi_col_idx2 = x_current[bit_cnt2];
assign divi_row_idx = bit_cnt;
assign divi_row_idx2 = bit_cnt2;
assign index_out_tvalid = candidate_row_tvalid_reg & bit_cnt != J;
endmodule
```
==> flow_metrics.env <==
# physical design summary
export IMPL_critPathKind="flip-flop to flip-flop"
export IMPL_dp_hpwl_mm=31.46
export IMPL_root_buffer="clkbuf_16"
export IMPL_gp_congestion=1.094
export IMPL_critical_path_required_ns=8.10
export IMPL_final_util_pct=56.68
export IMPL_fmax_mhz=167.7
export IMPL_p_seq_share_pct=24.2
export IMPL_yosysCellCount=1294
export IMPL_crit_path_max_incr_delay_ns=0.67
export IMPL_drt_iter0_drc=1057
export IMPL_yosysUniqueCellTypes=91
export IMPL_final_cell_mix="157 x nand2_1, 113 x mux2i_1, 86 x inv_1"
export IMPL_syn2layout_area_growth_pct=10.52
export IMPL_wire_per_inst_um=25.74
export IMPL_drv_cap=0
export IMPL_core_um2=20300
export IMPL_rsz0062_at_grt="false"
export IMPL_cts_resized_gates=0
export IMPL_yosys_top_cells_area="mux2i_1 11%, dfxtp_1 10%, edfxtp_1 9.2%"
export IMPL_endpoint_kind="flip-flop"
export IMPL_fa_ha_area_share_pct=6.850
export IMPL_mi_logic_area_um2=7674
export IMPL_skew_ns=0.01312
export IMPL_critPathTopFamily="simple AND/OR/NAND/NOR gates"
export IMPL_max_vdd_ir_drop_mv=0.1950
export IMPL_vias_per_cell=6.644
export IMPL_io_pins=68
export IMPL_rows=52
export IMPL_clk_latency_ns=0.35
export IMPL_via_count=10531
export IMPL_ff2ff_path_depth=15
export IMPL_largest_reg_flops=32
export IMPL_die_w_um=146.3
export IMPL_top_area_share_pct=10.86
export IMPL_crit_arrival_ns=6.07
export IMPL_openroad_warnings=45
export IMPL_hold_slack_ns=0.5113
export IMPL_cp_startpoint="J_index_reg[0]$_SDFFE_PN0P_"
export IMPL_drc_errors=0
export IMPL_grt_use_total_pct=39.66
export IMPL_start_kind="flip-flop"
export IMPL_totalWireLength_mm=40.80
export IMPL_tns_ns=0
export IMPL_period_used_pct=74.53
export IMPL_htree_num_levels=3
export IMPL_pwr_share_clk_pct=19.5
export IMPL_synth_seq_share_pct=19.23
export IMPL_fillCellCount=1874
export IMPL_post_cts_buffers=0
export IMPL_grt_pass1_vias=9741
export IMPL_min_path_type="flip-flop to flip-flop"
export IMPL_overflow=0
export IMPL_grt_pass1_wl_mm=61.21
export IMPL_topCombFamilyByArea="simple AND/OR/NAND/NOR gates"
export IMPL_xor_area_share_pct=2.932
export IMPL_ys_async_sr_fraction_pct=0
export IMPL_syn_avg_cell_area_um2=8.046
export IMPL_critPathMaxFanout=17
export IMPL_worst_pin_slew_ns=0.9467
export IMPL_maxSlewHeadroom_pct=36.40
export IMPL_p_comb_share_pct=56.3
export IMPL_yosys_area_share_simple_pct=23.53
export IMPL_layout_top_cell="nand2_1"
export IMPL_powerDensity_nw_per_um2=214.4
export IMPL_drive_gt1_share_pct=10.42
export IMPL_yosys_area_um2=10410
export IMPL_dr_pass1_iters=8
export IMPL_edf_count=32
export IMPL_crit_chain="inv_1, ha_1, o311a_1, o31ai_1, and2_1, ha_1, nand2_1, nor4_1, or3_1, a2111oi_0, a21o_1, nor2_1, o22ai_1, or3_4, mux2_2"
export IMPL_grt_max_degree=51
export IMPL_die_area_um2=21400
export IMPL_power_uw=2467
export IMPL_clockBufferDepth=2
export IMPL_fp_util_pct=51.29
export IMPL_status="finished clean"
export IMPL_synthFlopType="dfxtp_1"
export IMPL_p_int_uw=1338
export IMPL_cp_num_buf_inv=1
export IMPL_final_setup_viol_count=0
export IMPL_ys_sh_aoi_pct=19.83
export IMPL_cts_tree="built"
export IMPL_ctsHoldBuffers=0
export IMPL_syn_inst=1294
export IMPL_timing_rr_end="x_current[13][0]$_DFFE_PP_"
export IMPL_switching_share_pct=45.77
export IMPL_cp_endpoint="x_current[13][0]$_DFFE_PP_"
export IMPL_flop_area_um2=2003
export IMPL_clock_sinks=84
export IMPL_min_period_ns=5.963
export IMPL_mux_area_share_pct=20.42
export IMPL_leakage_uw=0.004406
export IMPL_detail_route_antenna_nets=0
export IMPL_cp_depth=15
export IMPL_cts_buffers=9
export IMPL_regToRegStartpoint="J_index_reg[0]$_SDFFE_PN0P_"
export IMPL_n_antenna_cell=0
export IMPL_antenna_found_initial=0
export IMPL_synth_flops=84
export IMPL_yosysTopAreaCell="mux2i_1"
export IMPL_mappedNetlistArea_um2=10410
export IMPL_yosys_warnings=17
export IMPL_slew_violations=0
export IMPL_clk_pin_slew_ns=0.07
export IMPL_p_sw_uw=1129
export IMPL_io_buffers=63
export IMPL_crit_top_cell="ha_1"
export IMPL_reg2reg_setup_slack_ns=2.04
export IMPL_die_h_um=146.3
export IMPL_hold_viol=0
export IMPL_critPathSlowestCell="dfxtp_1"
power groups by stage:
stage | clock (µW) | combinational (µW) | sequential, µW
after CTS | 488 | 1340 | 593
after global routing | 502 | 1470 | 605
final | 481 | 1390 | 596
how the worst min path moves through the flow:
stage	start	endpoint	slack, ns	cells past startpoint
CTS	candidate_row_tvalid_reg$_SDFFE_PN0P_	candidate_row_tvalid_reg$_SDFFE_PN0P_	0.52	2
global route	x_initial_reg[22]$_SDFFE_PN0P_	x_initial_reg[22]$_SDFFE_PN0P_	0.59	2
finish	candidate_row_tvalid_reg$_SDFFE_PN0P_	candidate_row_tvalid_reg$_SDFFE_PN0P_	0.51	2
tightest hold or removal path, delay by kind of cell (launching register included):
family        cells  cell delay [ns]
flops             1             0.32
mux               1             0.06
simple gates      1             0.10
cell families after synthesis:
| family | count (synthesis) |
|---|---|
| adders and majority gates | 57 |
| AOI/OAI and AO/OA | 279 |
| xor gates and xnor gates | 30 |
| and+or+nand+nor | 495 |
| buffers and inverters | 175 |
| DFF | 84 |
| other | 1 |
| muxes | 173 |
routing by layer:
metal	part of all wire, %	GRT usage, %	vias up
met5	0	0	-
met4	4.3	13.33	0
met3	14	15.32	123
met2	41	54.10	747
met1	41	58.53	4841
li1	-	-	4820
layout make-up:
class / count / area share, %
Clock buffer: 11 / 2.207
Timing Repair Buffer: 90 / 7.199
Multi-Input combinational cell: 1038 / 66.69
Tap cell: 270 / 2.936
Inverter: 87 / 2.838
Sequential cell: 84 / 17.41
Clock inverter: 5 / 0.7177
cell usage after synthesis (6+ instances only):
cell       count
nand2_1      157
mux2i_1      113
inv_1         86
nor2_1        83
nand3_1       67
ha_1          57
dfxtp_1       52
clkbuf_1      48
a21oi_1       45
nor2b_1       41
o21ai_0       39
edfxtp_1      32
mux2_2        31
nor3_1        31
mux4_2        28
and2_1        25
nand4_1       22
a31oi_1       17
o211ai_1      15
xnor2_1       15
a22oi_1       14
buf_4         14
and3_1        13
a32oi_1       12
xor2_1        12
buf_1         11
buf_2         11
o31ai_1       11
a211oi_1      10
a21boi_0       9
nor3b_1        8
a222oi_1       7
nor4_1         7
or2_2          7
or3_1          7
a311o_1        6
a31o_2         6
o2bb2ai_1      6
metrics by stage:
| stage | setup slack (ns) | area (µm²) | cells |
|---|---|---|---|
| 6_report | 2.037 | 11510 | 1585 |
| 5_1_grt | 1.684 | 11510 | 1585 |
| 4_1_cts | 2.169 | 11510 | 1585 |
| 3_5_place_dp | 2.202 | 11170 | 1569 |
| 3_3_place_gp | 2.291 | 11170 | 1569 |
| 2_1_floorplan | 3.040 | 10420 | 1297 |
Power and IR drop assume default switching activity.
